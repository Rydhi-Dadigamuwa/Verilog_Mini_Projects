**flow/config.mk**
```make
export PLATFORM = sky130hd
export DESIGN_NAME = Demux1x8
export DESIGN_NICKNAME = Demux1x8
export VERILOG_FILES = /design/flow/design.v
export SDC_FILE = /design/flow/constraint.sdc
export NUM_CORES = 4
export LEC_CHECK = 1
export CORE_AREA = 10 10 70 70
export DIE_AREA = 0 0 80 80
```
**flow/constraint.sdc**
```tcl
current_design Demux1x8

set clk_period 1.2
set clk_io_pct 0.2

create_clock -name clk0 -period $clk_period

set non_clock_inputs [all_inputs -no_clocks]
set_input_delay [expr $clk_period * $clk_io_pct] -clock clk0 $non_clock_inputs
set_output_delay [expr $clk_period * $clk_io_pct] -clock clk0 [all_outputs]
```
**flow/design.v**
```verilog
`timescale 1ns / 1ps
module Demux1x8(
    input [2:0] I,
    input [2:0] S,
    input E,
    output reg [2:0] I1, I2, I3, I4, I5, I6, I7, I8
    );
    always @(I or S or E) begin
        I1<=3'b000;     I2<=3'b000;
        I3<=3'b000;     I4<=3'b000;
        I5<=3'b000;     I6<=3'b000;
        I7<=3'b000;     I8<=3'b000;
    if(E==1) begin
        case (S) 
            3'b000: I1<=I;
            3'b001: I2<=I;
            3'b010: I3<=I;
            3'b011: I4<=I;
            3'b100: I5<=I;
            3'b101: I6<=I;
            3'b110: I7<=I;
            3'b111: I8<=I;
        endcase
    end
end        
endmodule
```
**flow/run.sh**
```bash
#!/bin/bash
# OpenROAD 26Q1-2900-gdf79404cd8, Yosys 0.63+post, stock flow scripts
make -C /OpenROAD-flow-scripts/flow DESIGN_CONFIG=/design/flow/config.mk WORK_HOME=/design/flow/orfs finish
```
==> flow_metrics.env <==
# source this file to load flow results
export IMPL_most_common_cell="nor2_1"
export IMPL_drive_above_1_share_pct=76.5
export IMPL_dr_total_vias=446
export IMPL_yosysCellCount=39
export IMPL_setup_worst_path_end="I3[2]"
export IMPL_setup_tns_final_ns=0
export IMPL_synth_top_cell_area_share_pct=36.7
export IMPL_routedWlPerCell_um=11.7
export IMPL_die_x_um=80
export IMPL_grt_pass1_wl_mm=2.25
export IMPL_grt_use_total_pct=4.20
export IMPL_synthCells=39
export IMPL_warning_count=34
export IMPL_min_period_ns=1.18
export IMPL_comb_power_share_pct=100.0
export IMPL_synth_chip_area_um2=184
export IMPL_max_slew_margin_pct=90.4
export IMPL_routabilityCongestion=0.731
export IMPL_cts_hold_buf=0
export IMPL_max_stage_delay_ns=0.18
export IMPL_synthesis_area_um2=184
export IMPL_required_ns=0.96
export IMPL_nClkBuffers=0
export IMPL_crit_top_cell="buf_6"
export IMPL_swShare_pct=45.5
export IMPL_synthTopCellsByCount="nor2_1, nor3_1"
export IMPL_finalWirelength_mm=1.53
export IMPL_num_antenna_cells=0
export IMPL_power_clock_fraction_pct=0
export IMPL_cp_startpoint="S[2]"
export IMPL_final_cells=131
export IMPL_worstPathBufferInverterCount=4
export IMPL_grt_pass1_vias=429
export IMPL_seq_cell_count=0
export IMPL_core_area_um2=3420
export IMPL_post_route_util_pct=21.2
export IMPL_viasPerCell=3.40
export IMPL_chip_area_um2=6400
export IMPL_path_class="in -> out"
export IMPL_drtAntennaViolNets=0
export IMPL_drtIter0Drc=11
export IMPL_grt_max_degree=7
export IMPL_rsz0062_at_grt="yes"
export IMPL_chipHeight_um=80
export IMPL_holdCritPathClass="in -> out"
export IMPL_top_area_cell="nor2_1"
export IMPL_antenna_found_initial=0
export IMPL_path_delay_family="buffers and inverters"
export IMPL_hold_ws_ns=0.803
export IMPL_hold_viol=0
export IMPL_fill_cells=377
export IMPL_dp_cells=119
export IMPL_place_hpwl_mm=1.16
export IMPL_gr_total_overflow=0
export IMPL_status="complete, no violations"
export IMPL_logic_area_um2=297
export IMPL_slowest_stage="nand3b_1"
export IMPL_row_count=21
export IMPL_slew_violations=0
export IMPL_maxCapViolations=0
export IMPL_yosys_warnings=1
export IMPL_synth_seq_share_pct=0
export IMPL_io_pins=31
export IMPL_cp_end_kind="primary output"
export IMPL_syn_avg_cell_area_um2=4.72
export IMPL_area_delta_synth_final_pct=295
export IMPL_post_route_drc_count=0
export IMPL_fmax_mhz=845
export IMPL_cp_start_kind="input port"
export IMPL_ir_drop_uv=48.8
export IMPL_crit_fanout=6
export IMPL_fin_crit_sh_pct=98.6
export IMPL_path_cells="buf_8 > nand3b_1 > buf_6 > buf_6 > nor2_2 > buf_2"
export IMPL_initial_core_util_pct=5.38
export IMPL_leakage_nw=0.348
export IMPL_numPortBuffers=31
export IMPL_regArea_um2=0
export IMPL_area_leaders="nor2_1, nor3_1, nand3b_1"
export IMPL_pwr_share_seq_pct=0
export IMPL_dr_pass1_iters=2
export IMPL_powerDensity_nw_per_um2=231
export IMPL_cp_depth=6
export IMPL_yosysUniqueCellTypes=8
export IMPL_netSwitchingPower_mw=0.0763
export IMPL_power_internal_mw=0.0915
export IMPL_cp_arrival_ns=0.94
export IMPL_tightest_slew_ns=0.143
export IMPL_setup_viol=0
layout make-up:
| cell class | instances | share of cell area (%) |
|---|---|---|
| Tap cell | 46 | 7.93 |
| Multi-Input combinational cell | 37 | 40.9 |
| Timing Repair Buffer | 48 | 51.2 |
logic make-up after synthesis:
kind of cell | synth area share [%]
buf+inv | 5.44
simple gates | 94.6
routing by layer:
layer / global-route usage (%) / wire, um / up-vias
met5: 0 / 0 / -
met4: 0.528 / 14 / 0
met3: 1.02 / 110 / 2
met2: 7.22 / 759 / 14
met1: 5.27 / 648 / 207
li1: - / - / 223
repair_timing:
item,CTS,global route
endpoints found under the setup margin,24,17
cloned,2,0
setup buffers,12,0
pin swaps,16,10
resized,120,17
placed cells by master (no fill, tap or decap):
cell type / synthesis / routed
buf_6: 0 / 10
buf_4: 0 / 8
nand2_1: 3 / 2
nand3_2: 0 / 3
buf_2: 2 / 19
dlygate4sd2_1: 0 / 5
nor2_2: 0 / 10
clkbuf_2: 0 / 2
nor2_1: 18 / 6
nor2_4: 0 / 2
nor3_4: 0 / 1
nor3_1: 6 / 2
buf_8: 0 / 2
nand2_8: 0 / 1
or3b_4: 0 / 1
nor3_2: 0 / 3
nand2b_4: 0 / 3
nand3b_1: 3 / 3
clkdlybuf4s15_1: 0 / 2
how the worst min path moves through the flow:
stage / startpoint / to / slack, ns / cells past startpoint
4_1_cts: S[0] / I1[1] / 0.81 / 4
5_1_grt: S[1] / I1[1] / 0.82 / 4
6_report: S[1] / I1[1] / 0.80 / 4
worst min-delay path: cells and delay by family:
family,cells,cell delay [ns]
buf+inv,2,0.18
simple gates,2,0.15
power groups by stage:
stage | Sequential (mW) | Combinational, mW | Clock [mW]
CTS | 0 | 0.157 | 0
finish | 0 | 0.168 | 0
global route | 0 | 0.181 | 0
through the flow:
stage	worst slack [ns]	power, mW	area, um2
6_report	0.0164	0.168	726
5_1_grt	-0.0250	0.181	726
4_1_cts	-0.0363	0.157	699
3_5_place_dp	-0.741	0.106	579
3_3_place_gp	-0.707	0.105	579
2_1_floorplan	0.276	0.0338	184
Power is estimated from default activity; no workload was simulated.
