[flow/run.sh]
#!/bin/bash
# OpenROAD 26Q1-2900-gdf79404cd8, Yosys 0.63+post, stock flow scripts
make -C /OpenROAD-flow-scripts/flow DESIGN_CONFIG=/design/flow/config.mk WORK_HOME=/design/flow/orfs finish
[flow/config.mk]
export PLATFORM = sky130hd
export DESIGN_NAME = upcount
export DESIGN_NICKNAME = upcount
export VERILOG_FILES = /design/flow/design.v
export SDC_FILE = /design/flow/constraint.sdc
export NUM_CORES = 4
export LEC_CHECK = 1
export CORE_AREA = 10 10 70 70
export DIE_AREA = 0 0 80 80
[flow/constraint.sdc]
current_design upcount

set clk_period 1.5
set clk_io_pct 0.2

create_clock -name clk0 -period $clk_period [get_ports {CLK}]

set non_clock_inputs [all_inputs -no_clocks]
set_input_delay [expr $clk_period * $clk_io_pct] -clock clk0 $non_clock_inputs
set_output_delay [expr $clk_period * $clk_io_pct] -clock clk0 [all_outputs]
[flow/design.v]
module upcount (input RESET, CLK, 
                output reg [3:0] COUNT);
  parameter S0 = 0,
  S1 = 1,
  S2 = 2,
  S3 = 3,
  S4 = 4,
  S5 = 5,
  S6 = 6,
  S7 = 7,
  S8 = 8,
  S9 = 9,
  S10 = 10;
  reg[3:0] STATE;
  always @(posedge CLK) begin
    if(RESET == 1)
      STATE <= 0;
    else begin
      case(STATE)
        S0: STATE <= S1;
        S1: STATE <= S2;
        S2: STATE <= S3;
        S3: STATE <= S4;
        S4: STATE <= S5;
        S5: STATE <= S6;
        S6: STATE <= S7;
        S7: STATE <= S8;
        S8: STATE <= S9;
        S9: STATE <= S10;
        S10: STATE <= S0;
        default STATE <= S0;
      endcase
    end
    COUNT <= STATE;
  end
endmodule
==> summary.txt <==
Implementation results. Fraction of layout instances using a drive strength above 1 landed at 12.50%. Total routing usage reported by global routing landed at 1.302%. Number of cells in the finished layout apart from fillers landed at 78. For the worst reg-to-reg path, the startpoint reported by OpenROAD is STATE[0]. Total wirelength of the detailed-routed design landed at 460 µm. Transition at the pin with the smallest max-transition slack landed at 0.2993 ns. After routing, the total negative slack on setup checks comes to 0 ns. The region available for standard cell placement spans 3416 µm². Highest fanout seen on the critical path landed at 1. The floorplan step set the die height to 80 µm. Across the run, the number of max-cap violations was 0.

Cell total in the yosys stat output landed at 24. Synthesized instance count landed at 24. In this run the full chip footprint comes out at 6400 µm².

The script reports the combined buffer and inverter count of the critical path as 1. DRC violations left landed at 0. Wire length of the first global-routing pass landed at 662 µm. Setup repair after global routing left no endpoint under its margin. Looking at the reg2reg group, the worst path ends at STATE[1]. Total power normalized to cell area comes to 1044 nW/µm². Static leakage landed at 0.1547 nW. The initial antenna violation count was 0. Sequential elements use 55.17% of the synthesized area. The number of different library cells used by synthesis comes to 11. Least setup slack across all paths after layout landed at 0.1892 ns.

The highest supply drop recorded on VDD is 0.1907 mV. Number of violations reported at the end of detailed-routing iteration 0 landed at 13. STA classifies the critical path startpoint as a flop. Largest net degree at the start of global routing landed at 9. The critical path's slowest stage uses the library cell clkdlybuf4s50_1.

Die outline width landed at 80 µm. The number of global-route vias before repair is 165. Number of slew-limit violations in the final report landed at 0.

The report puts the cell count of the worst reg-to-reg path at 4. Worst setup slack before clock tree synthesis landed at 0.1949 ns. Number of hold-slack violations in the final timing report landed at 0. In this run the clock root is driven by a clkbuf_4. For this run, the number of Yosys warnings is 1.

Length of routed wiring on met1 landed at 188 µm. Mean instance size in the synthesized netlist landed at 12.09 µm². Final period demand of the worst path landed at 1.311 ns. Post-CTS repair timing setup buffer count landed at 0. The count of nets left with antenna violations once routing finished came out at 0. In this run the most critical hold path is launched from STATE[2]. The number of placed instances, taps included, is 75. Of the post-synthesis cell area, the dominant cell type holds 55.17%. The critical path in this run is classified as reg2out. Post-place instance area landed at 397.9 µm². The count of buffers added on input and output ports is 5. Across all checked pins, the minimum headroom to the slew limit is 79.77%. Overall via count from detail_route landed at 209. Post-cts gate resize count landed at 0. Signal routing reaches up to met4.

Maximum clock path buffer count landed at 2. Number of H-tree levels landed at 1. The flow ran to the end, and the final reports show no timing, DRC or antenna violations.

Initial standard-cell utilization of the core landed at 8.498%. The first detailed-routing pass ran for 2 iterations. For the worst setup path, the data arrival time is 1.01 ns. Chip area estimate from yosys synthesis landed at 290.3 µm². Wire segments on met2 add up to 180 µm in the final route.

In the final routed layout, each cell accounts on average for 5.897 µm. Listed in order, past its start point the critical path passes clkdlybuf4s50_1. Data on the critical path is required at its endpoint by 1.20 ns. STA classifies the critical path endpoint as a primary output.

The worst hold path belongs to the class reg2reg. Cell area after layout landed at 420.4 µm². Per the layout report, the design carries 394 filler cells. Clock latency at the later pin of the worst-skew pair landed at 0.25 ns. The final antenna diode tally reported by the flow is 0. Sink count of the clock tree landed at 8. Number of hold buffers added after CTS landed at 0. Post-synthesis register bit count landed at 8. Routed length on met3 landed at 84 µm. In the hold report, the worst path ends at COUNT[2]. Ratio of final minimum period to clock period landed at 87.38%.

TritonCTS built the clock tree. The stage logs contain a warning count of 28. Average vias per placed instance landed at 2.679.

The worst-case reg-to-reg setup slack stands at 0.28 ns. dfxtp_1 takes more of the synthesized area than any other cell. Maximum clock rate landed at 762.9 MHz. The main area contributors are dfxtp_1 (55%), ha_1 (17%), a31o_1 (6.0%).

Across the routed clock network, the largest skew measured is 0.0003291 ns. Global-route congestion overflow total landed at 0. Last weighted congestion value of the routability-driven placer landed at 0.7686. Longest individual stage delay on the worst path landed at 0.46 ns. In this run the layout overhead on the synthesized area is reported as 44.83%. Setup violations remaining at the end of the flow were counted as 0.

Per STA, the worst path accumulates the most delay in the family buffers and inverters. Number of ports placed on the die boundary landed at 6. Clock transition at the registers of the reported paths landed at 0.05 ns. The number of cells on the worst hold path is listed as 0. Number of buffers added by the clock tree synthesis step landed at 3. Row count landed at 21.

Summed instance area of the synthesized netlist landed at 290.3 µm².
==> final cells by class <==
type | count | area (µm²) | share of cell area (%)
clock buffers | 3 | 22.52 | 5.357
inverters | 2 | 7.507 | 1.786
multi-input cells | 14 | 122.6 | 29.17
flip-flops and latches | 8 | 160.2 | 38.10
well taps | 46 | 57.56 | 13.69
repair buffers | 5 | 50.05 | 11.90
==> layout by cell type (no fill, tap or decap) <==
| cell type | synthesis | layout |
|---|---|---|
| a211oi_1 | 1 | 1 |
| nor3b_1 | 1 | 1 |
| nand2b_1 | 2 | 2 |
| nor3_1 | 1 | 1 |
| a31o_2 | 1 | 1 |
| nor4bb_1 | 1 | 1 |
| a31o_1 | 2 | 2 |
| clkbuf_4 | 0 | 3 |
| nor2_1 | 1 | 1 |
| dfxtp_1 | 8 | 8 |
| ha_1 | 4 | 4 |
| clkdlybuf4s50_1 | 0 | 5 |
| inv_1 | 2 | 2 |
==> report_power, final <==
group	switching (W)	internal, W	total (W)
combinational	0.0000139	0.0000273	0.0000412
sequential	0.0000104	0.000227	0.000238
clock	0.0000686	0.0000912	0.000160
==> how the worst max path moves through the flow <==
stage         endpoint  slack, ns      from  cells past startpoint
CTS           COUNT[1]       0.16  COUNT[1]                      1
global route  COUNT[1]       0.14  COUNT[1]                      1
finish        COUNT[1]       0.19  COUNT[1]                      1
==> Yosys cell counts <==
library cell,count
a211oi_1,1
nor3_1,1
nand2b_1,2
nor2_1,1
dfxtp_1,8
nor4bb_1,1
inv_1,2
a31o_1,2
a31o_2,1
nor3b_1,1
ha_1,4
==> sequential cells by signal, summed over array words and instances (netlist names) <==
register and count:
COUNT 4, STATE 4
==> kinds of logic after synthesis <==
logic type               after synthesis  synth area share [%]
buffers and inverters                  2                 2.587
flip-flops                             8                 55.17
AND-OR/OR-AND                          4                 11.64
AND/OR/NAND/NOR                        6                 13.36
adder cells (fa/ha/maj)                4                 17.24
==> per-stage QoR <==
| step | hold WS, ns | total power, W | util, % |
|---|---|---|---|
| 6_report | 0.3950 | 0.0004387 | 12.31 |
| 5_1_grt | 0.4039 | 0.0004652 | 12.31 |
| 4_1_cts | 0.3954 | 0.0004470 | 12.31 |
| 3_5_place_dp | 0.3827 | 0.0002847 | 11.65 |
| 3_3_place_gp | 0.3867 | 0.0002834 | 11.65 |
| 2_1_floorplan | 0.3679 | 0.0002601 | - |
==> routing by layer <==
layer | global-route usage [%] | vias to the layer above
met2 | 1.605 | 9
met1 | 1.546 | 98
met4 | 0.3521 | 0
met3 | 1.250 | 2
li1 | - | 100
met5 | 0 | -
Power and IR drop assume default switching activity.
