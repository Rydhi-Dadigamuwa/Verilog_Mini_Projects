`./run.sh`:
```
#!/bin/bash
# OpenROAD 26Q1-2900-gdf79404cd8, Yosys 0.63+post, stock flow scripts
make -C /OpenROAD-flow-scripts/flow DESIGN_CONFIG=/design/flow/config.mk WORK_HOME=/design/flow/orfs finish
```
`./config.mk`:
```
export PLATFORM = sky130hd
export DESIGN_NAME = MUX8x1
export DESIGN_NICKNAME = MUX8x1
export VERILOG_FILES = /design/flow/design.v
export SDC_FILE = /design/flow/constraint.sdc
export NUM_CORES = 4
export LEC_CHECK = 1
export CORE_AREA = 10 10 70 70
export DIE_AREA = 0 0 80 80
```
`./constraint.sdc`:
```
current_design MUX8x1

set clk_period 1.9
set clk_io_pct 0.2

create_clock -name clk0 -period $clk_period

set non_clock_inputs [all_inputs -no_clocks]
set_input_delay [expr $clk_period * $clk_io_pct] -clock clk0 $non_clock_inputs
set_output_delay [expr $clk_period * $clk_io_pct] -clock clk0 [all_outputs]
```
`./design.v`:
```
module MUX4x1(
    input [3:0] A, B, C, D,
    input [1:0] S4,
    output [3:0] OUT4
);
  assign OUT4 = S4[1]? (S4[0]? D : C) : (S4[0]? B : A);
endmodule
module MUX2x1(
  input [3:0] E, F,
  input S2,
  output [3:0] OUT2
);
  assign OUT2 = S2 ? F : E;
endmodule
module MUX8x1(
  input [3:0] A1, A2, A3, A4, A5, A6, A7, A8,
  input [2:0] S, 
  output [3:0] OUT
);
  wire [3:0] n1, n2;  
  MUX4x1 M1 (.A(A1), .B(A2), .C(A3), .D(A4), .S4(S[1:0]), .OUT4(n1));
  MUX4x1 M2 (.A(A5), .B(A6), .C(A7), .D(A8), .S4(S[1:0]), .OUT4(n2));
  MUX2x1 M3 (.E(n1), .F(n2), .S2(S[2]), .OUT2(OUT)); 
endmodule
```
==> flow_summary.json <==
{
  "clock_buffers": 0,
  "grt_pass1_vias": 437,
  "grt_pass1_wl_mm": 2.40,
  "drtIter0Drc": 27,
  "endpoint_kind": "output pin",
  "fin_crit_ns": 1.85,
  "final_area_um2": 706,
  "place_inst": 99,
  "drv_slew": 0,
  "rsz0062_at_grt": "false",
  "status": "finished, final reports clean",
  "holdWs_ns": 1.30,
  "antenna_left": 0,
  "globalplace.congestion": 0.763,
  "worstPathArrival_ns": 1.47,
  "ys_sh_xor_pct": 0,
  "synth-adder-area-share_pct": 0,
  "ir_drop_mv": 0.0313,
  "max_clock_freq_mhz": 540,
  "drt_pass1_iterations": 2,
  "most-common-layout-cells": "dlygate4sd2_1 (32), mux4_2 (8), buf_6 (8)",
  "synth_warnings": 0,
  "top_logic_kind": "multiplexers",
  "hold_depth": 4,
  "worstHoldPathType": "input port to output pin",
  "critPathMaxFanout": 6,
  "min_from": "S[0]",
  "power.density_nw_per_um2": 197,
  "area_growth_pct": 161,
  "dpl_cell_area_um2": 731,
  "ys_area_um2": 270,
  "drv_cap": 0,
  "via_per_inst": 3.17,
  "start_kind": "input port",
  "required_ns": 1.52,
  "synth_area_per_cell_um2": 19.3,
  "crit_type": "input port to output pin",
  "vias": 326,
  "postCtsHoldBufs": 0,
  "ys_seq_share_pct": 0,
  "ys_sh_mux_pct": 94.4,
  "chipWidth_um": 80,
  "wl_mm": 1.53,
  "leakage_nw": 0.322,
  "finalCritPeriodShare_pct": 97.5,
  "netlist_area_um2": 270,
  "grt_max_degree": 8,
  "insertedDiodeCount": 0,
  "fin_cells": 103,
  "drc": 0,
  "grtUsageTotal_pct": 4.78,
  "hold_end": "OUT[1]",
  "relSlewSlack_pct": 80.3,
  "final_layout_size_suffix_gt1_share_pct": 40.4,
  "openroad.warnings": 33,
  "layout_top_cell": "dlygate4sd2_1",
  "ff_latch_area_um2": 0,
  "grt_overflow": 0,
  "ios": 39,
  "initial_core_util_pct": 7.91,
  "antenna_found_initial": 0,
  "setup_viol": 0,
  "yosys-stat-cells": 14,
  "port_buffers": 39,
  "synth-compound-area-share_pct": 0,
  "simple_gate_share_pct": 0,
  "chipArea_um2": 6400,
  "syn_inst": 14,
  "die_h_um": 80,
  "fp.coreArea_um2": 3420,
  "routedWlPerCell_um": 14.8,
  "ys_types": 4,
  "rows": 21,
  "worstMarginPinSlew_ns": 0.294,
  "finalHoldViolCount": 0,
  "seq_cells": 0
}
worst max-delay path: stages:
cell and delay (ns):
buf_6 0.11, buf_6 0.11, mux4_2 0.48, mux2_4 0.28
buf_6 0.11
metrics by stage:
| stage | utilization (%) | power [mW] | setup TNS (ns) | worst slack (ns) |
|---|---|---|---|---|
| 2_1_floorplan | - | 0.0429 | 0 | 0.258 |
| 3_3_place_gp | 21.4 | 0.147 | -2.99 | -0.775 |
| 3_5_place_dp | 21.4 | 0.146 | -3.00 | -0.756 |
| 4_1_cts | 21.2 | 0.146 | -0.0682 | -0.0210 |
| 5_1_grt | 20.7 | 0.150 | 0 | 0.000634 |
| 6_report | 20.7 | 0.139 | 0 | 0.0483 |
synth_stat cells:
| library cell | n | area [um2] |
|---|---|---|
| mux2_2 | 4 | 45.0 |
| clkbuf_1 | 1 | 3.75 |
| buf_6 | 1 | 11.3 |
| mux4_1 | 8 | 210 |
cell families after synthesis:
kind of cell           count (synthesis)
buffers and inverters                  2
muxes                                 12
report_power, final:
part	switching (mW)	internal, mW
Clock	0	0
Combinational	0.0349	0.104
Sequential	0	0
Total	0.0349	0.104
layout make-up:
class / instances / area [um2]
tap: 46 / 57.6
multi-input combinational: 12 / 240
fill: 396 / 2710
timing repair buffer: 45 / 408
how the worst max path moves through the flow:
stage	start	end	slack (ns)	cells after the start
global route	S[0]	OUT[3]	0.0006	5
finish	S[0]	OUT[3]	0.05	5
CTS	S[0]	OUT[3]	-0.02	6
routing by layer:
metal / part of all wire, % / global-route usage, %
met5: 0 / 0
met4: 0 / 0
met3: 0 / 0
met2: 69 / 10.7
met1: 31 / 4.88
what timing repair did:
| item | 4_1_cts | 5_1_grt |
|---|---|---|
| buffers inserted | 5 | 0 |
| gates cloned | 0 | 0 |
| setup endpoints to repair | 4 | 4 |
| resized | 69 | 1 |
| endpoints found under the hold margin | 0 | 0 |
Power and IR drop assume default switching activity.
